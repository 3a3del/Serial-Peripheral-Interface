`config.mk`:
```
export PLATFORM = sky130hd
export DESIGN_NAME = spi
export DESIGN_NICKNAME = spi
export VERILOG_FILES = /design/flow/design.v
export SDC_FILE = /design/flow/constraint.sdc
export NUM_CORES = 4
export LEC_CHECK = 1
export CORE_UTILIZATION = 50
```
`design.v`:
```
module spi #(parameter N = 4, parameter cpol = 0, parameter cpha = 0)
(
    input clk,  
    input start,
    input [11:0] din,
    input [N-1 : 0] which_slave_enabled,
    output reg [N-1 : 0] cs,  
    output reg mosi,
    output reg done,
    output reg [11:0] bits_sent,    
    output sclk  
);
    integer count = 0;
    reg sclkt;
    generate
        if (cpol) begin
            initial sclkt = 1;
        end else begin
            initial sclkt = 0;
        end
    endgenerate
    always @(posedge clk) begin
        if (count < 5)
            count <= count + 1;
        else begin
            count  <= 0;
            sclkt  <= ~sclkt;
        end
    end
    localparam idle = 0, start_tx = 1, send = 2, end_tx = 3; 
    reg [1:0] state = idle;
    reg [11:0] temp;
    integer bitcount = 0;
    generate
        if (!cpha) begin
            always @(posedge sclkt) begin
                case(state)
                    idle: begin
                        mosi <= 1'b0;
                        temp <= 12'h000;
                        cs <= {N{1'b1}};
                        done <= 1'b0;  
                        bits_sent <= 12'h000;  
                        if (start)
                            state <= start_tx;
                        else
                            state <= idle;
                    end
                    start_tx: begin
                        case (which_slave_enabled)
                            4'b0001: begin
                                mosi <= 1'b1;
                                cs <= 4'b1110;
                            end
                            4'b0010: begin
                                mosi <= 1'b1;
                                cs <= 4'b1101;
                            end
                            4'b0100: begin
                                mosi <= 1'b1;
                                cs <= 4'b1011;
                            end
                            4'b1000: begin
                                mosi <= 1'b1;
                                cs <= 4'b0111;
                            end
                        endcase
                        temp <= din;
                        bits_sent <= din;  
                        state <= send;
                    end
                    send: begin
                        if (bitcount <= 11) begin
                            bitcount <= bitcount + 1;
                            mosi <= temp[bitcount];
                            bits_sent[bitcount] <= mosi;
                            state <= send;
                        end else begin
                            bitcount <= 0;
                            state <= end_tx;
                            mosi <= 1'b0;
                        end
                    end
                    end_tx: begin
                        cs <= {N{1'b1}};
                        done <= 1'b1;                    
                        state <= idle;
                    end
                    default: state <= idle;
                endcase
            end
        end else begin
            always @(negedge sclkt) begin
                case(state)
                                idle: begin
                                    mosi <= 1'b0;
                                    temp <= 12'h000;
                                    cs <= {N{1'b1}};
                                    done <= 1'b0;  
                                    bits_sent <= 12'h000;  
                                    if (start)
                                        state <= start_tx;
                                    else
                                        state <= idle;
                                end
                                start_tx: begin
                                    case (which_slave_enabled)
                                        4'b0001: begin
                                            mosi <= 1'b1;
                                            cs <= 4'b1110;
                                        end
                                        4'b0010: begin
                                            mosi <= 1'b1;
                                            cs <= 4'b1101;
                                        end
                                        4'b0100: begin
                                            mosi <= 1'b1;
                                            cs <= 4'b1011;
                                        end
                                        4'b1000: begin
                                            mosi <= 1'b1;
                                            cs <= 4'b0111;
                                        end
                                    endcase
                                    temp <= din;
                                    bits_sent <= din;  
                                    state <= send;
                                end
                                send: begin
                                    if (bitcount <= 11) begin
                                        bitcount <= bitcount + 1;
                                        mosi <= temp[bitcount];
                                        bits_sent[bitcount] <= mosi;
                                        state <= send;
                                    end else begin
                                        bitcount <= 0;
                                        state <= end_tx;
                                        mosi <= 1'b0;
                                    end
                                end
                                end_tx: begin
                                    cs <= {N{1'b1}};
                                    done <= 1'b1;                    
                                    state <= idle;
                                end
                                default: state <= idle;
                            endcase
            end
        end
    endgenerate
    assign sclk = sclkt;
endmodule
```
`run.sh`:
```
#!/bin/bash
# OpenROAD 26Q1-2900-gdf79404cd8, Yosys 0.63+post, stock flow scripts
make -C /OpenROAD-flow-scripts/flow DESIGN_CONFIG=/design/flow/config.mk WORK_HOME=/design/flow/orfs finish
```
`constraint.sdc`:
```
current_design spi

set clk_period 6.5
set clk_io_pct 0.2

create_clock -name clk0 -period $clk_period [get_ports {clk}]

set non_clock_inputs [all_inputs -no_clocks]
set_input_delay [expr $clk_period * $clk_io_pct] -clock clk0 $non_clock_inputs
set_output_delay [expr $clk_period * $clk_io_pct] -clock clk0 [all_outputs]
```
==> results.sh <==
# source this file to load flow results
export IMPL_outcome="finished clean"
export IMPL_period_minus_slack_ns=2.99
export IMPL_avgSynthCellArea_sq_um=9.27
export IMPL_leakagePower_uw=0.00225
export IMPL_startpoint_type="flop"
export IMPL_grt_first_pass_wirelength_microns=22600
export IMPL_final_fill_count=1092
export IMPL_top_area_cell="edfxtp_1"
export IMPL_cpPeakStageDelay_ns=0.58
export IMPL_setup_slack_ns=3.51
export IMPL_rows=40
export IMPL_critPathArrivalTime_ns=1.69
export IMPL_ys_cells=670
export IMPL_diodes=0
export IMPL_path_buffers=2
export IMPL_fin_crit_sh_pct=46.1
export IMPL_seqCellArea_sq_um=2570
export IMPL_relSlewSlack_pct=45.6
export IMPL_area_growth_syn_to_layout_pct=8.32
export IMPL_die_x_microns=113
export IMPL_cts_max_path_buffers=2
export IMPL_vias_per_cell=5.74
export IMPL_fp_coreArea_sq_um=12100
export IMPL_cts_root_buffer="clkbuf_16"
export IMPL_synthCells=670
export IMPL_ios=37
export IMPL_final_comb_area_sq_um=3330
export IMPL_clk_latency_ns=0.28
export IMPL_dp_hpwl_microns=9960
export IMPL_unclocked_pins=64
export IMPL_area_leaders="edfxtp_1 (30%), dfxtp_1 (11%), nor2_1 (6.4%)"
export IMPL_ant_nets=0
export IMPL_grt_pass1_vias=4554
export IMPL_powerDensity_nw_per_um2=68.8
export IMPL_die_size_y_microns=113
export IMPL_hp_class="flop to flop"
export IMPL_max_freq_mhz=334
export IMPL_netlist_area_sq_um=6210
export IMPL_slowest_stage="clkdlybuf4s50_1"
export IMPL_rsz0062_at_grt="false"
export IMPL_grt_max_degree=67
export IMPL_pre_cts_ws_ns=3.79
export IMPL_ys_async_sr_fraction_pct=0
export IMPL_fin_tns_setup_ns=0
export IMPL_whs_ns=0.473
export IMPL_tool_warnings=32
export IMPL_fp_util_pct=51.5
export IMPL_worstSetupPathType="flop to output port"
export IMPL_vias=4807
export IMPL_hold_viol=0
export IMPL_layout_drive_gt1_share_pct=7.16
export IMPL_ff_type="edfxtp_1"
export IMPL_critPathTopFamily="buffers and inverters"
export IMPL_gr_total_overflow=0
export IMPL_drc=0
export IMPL_post_cts_buffers=0
export IMPL_tightest_slew_ns=0.813
export IMPL_first_iter_violations=275
export IMPL_fin_skew_ns=0.00206
export IMPL_critPathCaptureType="output port"
export IMPL_io_buffers=36
export IMPL_untimed_endpoints=144
export IMPL_synth_warnings=1
export IMPL_peakVddDrop_uv=79.9
export IMPL_path_cells="buf_4 > clkdlybuf4s50_1"
export IMPL_cp_required_ns=5.20
export IMPL_synth_edff_count=63
export IMPL_drv_cap=0
export IMPL_drt_wirelength_per_cell_microns=16.1
export IMPL_holdBufCountCts=0
export IMPL_cts_max_level=2
export IMPL_setup_violations=0
export IMPL_cts_tree="yes"
export IMPL_die_area_sq_um=12900
export IMPL_synth_seq_share_pct=41.4
export IMPL_grt_util_all_layers_pct=23.1
export IMPL_firstDrtPassIters=5
export IMPL_antenna_found_initial=0
export IMPL_crit_fanout=66
export IMPL_top_area_share_pct=30.5
export IMPL_cts_buffers=5
export IMPL_place_gp_congestion=0.895
export IMPL_slew_violations=0
export IMPL_yosys_area_sq_um=6210
export IMPL_cts_resized=0
export IMPL_ys_types=68
export IMPL_drt_total_wl_microns=13500
export IMPL_cts_clk_slew_worst_paths_ns=0.05
export IMPL_ys_seq_elements=97
-- cell type report --
cell class,instances,share of cell area [%]
clock buffers,6,2.23
clock inverters,1,0.0744
inverters,17,0.948
multi-input cells,508,49.5
flip-flops and latches,97,38.2
well taps,168,3.12
repair buffers,41,5.91
-- layer usage --
layer / vias to the layer above / share of wire (%) / GRT usage [%]
met5: - / 0 / 0
met2: 117 / 47 / 36.7
li1: 2392 / - / -
met3: 18 / 5.1 / 3.41
met4: 0 / 1.6 / 3.16
met1: 2280 / 47 / 36.5
-- stage by stage --
stage / std cells / power, uW / instance area (sq um) / utilization [%]
2_1_floorplan: 670 / 212 / 6210 / -
3_3_place_gp: 831 / 223 / 6570 / 54.5
6_report: 838 / 463 / 6730 / 55.8
4_1_cts: 838 / 467 / 6730 / 55.8
3_5_place_dp: 831 / 223 / 6570 / 54.5
5_1_grt: 838 / 476 / 6730 / 55.8
-- cell usage in the layout (no fill, tap or decap), types with 6 or more instances in the layout --
cell             count
a21oi_1             15
nor2_1             105
nand4_1             20
nand2_1             51
nor4_1              15
o21ai_0             10
xnor2_1             33
clkbuf_16            6
or4_1                6
inv_1               17
or3_1               12
dfxtp_1             34
a31oi_1              6
and2_1              17
ha_1                10
xor2_1              45
edfxtp_1            63
nand3_1             44
mux2i_1              6
nor3_1               9
clkdlybuf4s50_1     36
and3_1              14
-- logic make-up after synthesis --
| group | count (synthesis) | synth area share, % |
|---|---|---|
| AND-OR/OR-AND | 74 | 9.25 |
| multiplexers | 10 | 2.24 |
| buffers and inverters | 65 | 5.16 |
| flip-flops | 97 | 41.4 |
| adder cells (fa/ha/maj) | 10 | 2.01 |
| AND/OR/NAND/NOR | 336 | 28.9 |
| XOR/XNOR | 78 | 11.0 |
-- Yosys cell counts, types with 4 or more instances --
master and count:
nand3b_1 5, buf_6 8, nor4_1 15, xor2_1 45, or2_2 4, and2_1 17, o21ai_0 10, a31oi_1 6
or3_1 12, nor2_1 106, xnor2_1 33, nand2_1 51, clkbuf_1 27, a22oi_1 4, and3_1 14, nor3_1 9
buf_2 6, nand4_1 20, buf_1 4, a21oi_1 15, mux2i_1 6, or4_1 6, nor2b_1 4, nand3_1 44
nor4_4 4, a211oi_1 5, dfxtp_1 34, ha_1 10, edfxtp_1 63, o211ai_1 5, inv_1 17
-- report_power, final --
part	leakage (uW)	switching (uW)	internal, uW
registers	0.000897	0	204
logic	0.00127	4.07	10.9
clock network	0.0000778	81.9	162
-- worst register-to-register path, delay by kind of cell (launching register included) --
family | cells | cell delay (ns)
AND-OR/OR-AND | 2 | 0.91
buffers and inverters | 1 | 0.34
flip-flops | 1 | 0.35
AND/OR/NAND/NOR | 1 | 0.51
-- sequential cells by signal (all words and copies together) (netlist names) --
register / cells
bitcount: 32
count: 32
bits_sent: 12
temp: 12
cs: 4
state: 2
done: 1
mosi: 1
sclkt: 1
-- path summary, 6_finish.rpt --
path | start | endpoint | slack (ns) | cells after the start
max | sclkt | sclk | 3.51 | 2
min | count[0] | count[0] | 0.47 | 1
max reg2reg | count[22] | sclkt | 4.12 | 4
min reg2reg | count[0] | count[0] | 0.47 | 1
Power and IR drop assume default switching activity.
